===== ./config.mk =====
export PLATFORM = sky130hd
export DESIGN_NAME = axi4lite_slave
export DESIGN_NICKNAME = axi4lite_slave
export VERILOG_FILES = /design/flow/design.v
export SDC_FILE = /design/flow/constraint.sdc
export NUM_CORES = 4
export LEC_CHECK = 1
export CORE_UTILIZATION = 40

===== ./constraint.sdc =====
current_design axi4lite_slave

set clk_period 9.0
set clk_io_pct 0.2

create_clock -name clk0 -period $clk_period [get_ports {ACLK}]

set non_clock_inputs [all_inputs -no_clocks]
set_input_delay [expr $clk_period * $clk_io_pct] -clock clk0 $non_clock_inputs
set_output_delay [expr $clk_period * $clk_io_pct] -clock clk0 [all_outputs]

===== ./design.v =====
module axi4lite_slave #(
    parameter ADDR_WIDTH = 4,
    parameter DATA_WIDTH = 32
)(
    input                   ACLK,
    input                   ARESETn,
    input  [ADDR_WIDTH-1:0] AWADDR,
    input                   AWVALID,
    output                  AWREADY,
    input  [DATA_WIDTH-1:0] WDATA,
    input                   WVALID,
    output                  WREADY,
    output [1:0]            BRESP,
    output                  BVALID,
    input                   BREADY,
    input  [ADDR_WIDTH-1:0] ARADDR,
    input                   ARVALID,
    output                  ARREADY,
    output [DATA_WIDTH-1:0] RDATA,
    output [1:0]            RRESP,
    output                  RVALID,
    input                   RREADY
);
    localparam NUM_REGS = 4;
    reg [DATA_WIDTH-1:0] regs [0:NUM_REGS-1];
    reg [1:0] state;
    assign AWREADY = 1'b1;
    assign WREADY  = 1'b1;
    assign ARREADY = 1'b1;
    assign BRESP   = 2'b00;
    assign RRESP   = 2'b00;
    assign BVALID  = AWVALID & WVALID;
    assign RVALID  = ARVALID;
    wire [1:0] reg_sel_w = AWADDR[3:2];
    wire [1:0] reg_sel_r = ARADDR[3:2];
    always @(posedge ACLK) begin
        if (!ARESETn) begin
            regs[0] <= '0;
            regs[1] <= '0;
            regs[2] <= '0;
            regs[3] <= '0;
        end else if (AWVALID & WVALID) begin
            if (reg_sel_w < NUM_REGS)
                regs[reg_sel_w] <= WDATA;
        end
    end
    assign RDATA = (reg_sel_r < NUM_REGS) ? regs[reg_sel_r] : '0;
endmodule

===== ./run.sh =====
#!/bin/bash
# OpenROAD 26Q1-2900-gdf79404cd8, Yosys 0.63+post, stock flow scripts
make -C /OpenROAD-flow-scripts/flow DESIGN_CONFIG=/design/flow/config.mk WORK_HOME=/design/flow/orfs finish

==> impl_metrics.json <==
{
  "fmax_ghz": 0.1886,
  "coreArea_sq_um": 13300,
  "fp.dieH_microns": 119.0,
  "status": "finished clean",
  "diodes": 0,
  "die_x_microns": 119.0,
  "criticalPathCategory": "input pin to output port",
  "initial_utilization_pct": 41.17,
  "clock_sinks": 128,
  "ys_cells": 364,
  "io_pins": 88,
  "first_iter_violations": 150,
  "path_clk_slew_ns": 0.05,
  "route.detailed.drc": 0,
  "grt_pass1_wl_microns": 17660,
  "maxCapViolCount": 0,
  "tns_ns": 0,
  "ys_seq_share_pct": 70.22,
  "layout-drive-gt1-share_pct": 16.22,
  "maxSlewHeadroom_pct": 55.60,
  "dr.pass1.iters": 4,
  "final_cell_count_no_fill": 626,
  "ys_area_sq_um": 5474,
  "routed_via_density": 5.123,
  "period_used_pct": 58.93,
  "gp_congestion": 0.7482,
  "vdd_drop_max_v": 0.0001447,
  "vias": 3207,
  "io_buffers": 72,
  "holdPathStages": 3,
  "tritoncts": "built",
  "track_usage_pct": 18.67,
  "wl_per_cell_microns": 18.68,
  "clock-root-buffer": "clkbuf_16",
  "clk_path_buf_depth": 2,
  "warnings": 31,
  "synth_area_sq_um": 5474,
  "rows": 42,
  "cts_buffers": 17,
  "grt_pass1_vias": 3399,
  "power_uw": 1459,
  "drt.antenna.violating_nets": 0,
  "power_leakage_uw": 0.002355,
  "largest_register": "regs",
  "rsz0062_at_grt": "false",
  "hpwl_microns": 5999,
  "maxSlewViolCount": 0,
  "hold_viol_final": 0,
  "period_needed_ns": 5.303,
  "top_regs": "regs (128)",
  "syn2layout_area_growth_pct": 24.80,
  "largest_reg_flops": 128,
  "fillers": 1118,
  "dp_cells": 596,
  "ctsResizeCount": 0,
  "synth_cells": 364,
  "ctsHoldBuffers": 0,
  "cp_data_arrival_time_ns": 3.50,
  "worstPathMaxFanout": 32,
  "antenna_found_initial": 0,
  "finalSetupViolations": 0,
  "endpoint_kind": "output port",
  "die_area_sq_um": 14160,
  "grt_start_max_net_pins": 37,
  "fin_util_pct": 51.38,
  "ys.flops": 128,
  "synth_cell_type_count": 18,
  "start_kind": "input pin",
  "p_per_area_nw_per_um2": 213.5,
  "htreeDepth": 4,
  "drt-total-wl_microns": 11690,
  "tightest_slew_ns": 0.6660,
  "worstPathRequired_ns": 7.20,
  "yosysWarnings": 1,
  "postSynthAreaPerCell_sq_um": 15.04,
  "postCtsSetupBuffers": 0,
  "grt.overflow.total": 0,
  "hp-class": "input pin to register"
}
==> report_power, final <==
group / switching [uW] / internal [uW] / total, uW
sequential: 8.86 / 698 / 707
clock: 221 / 398 / 619
combinational: 58.6 / 74.0 / 133
total: 288 / 1170 / 1460
==> cell families (layout without fill, tap and decap cells) <==
kind of cell           Yosys count  in the layout  synth area share (%)
AND-OR/OR-AND                    1              1               0.09134
flip-flops                     128            128                 70.22
other                            2              7                0.1372
AND/OR/NAND/NOR                167            167                 11.98
multiplexers                    32             32                 13.30
buffers and inverters           34            115                 4.274
==> path summary, 6_finish.rpt <==
kind / startpoint / end
setup / recovery: ARADDR[2] / RDATA[31]
hold / removal: WDATA[5] / regs[3][5]$_DFFE_PP_
==> synth_stat cells, drive strengths merged <==
cell type,n,area [sq um]
edfxtp,128,3844
nor2,124,465.5
nand2,36,135.1
mux4,32,728.2
buf,28,211.5
clkbuf,4,15.01
conb,2,7.510
inv,2,7.510
nand4b,2,17.52
nor3b,2,15.01
nand4,1,6.260
nand4bb,1,11.26
nor3,1,5.000
o21ai,1,5.000
==> critical path, stage by stage <==
cell             delay (ns)
buf_2                  0.08
buf_4                  0.54
mux4_1                 0.66
clkdlybuf4s50_1        0.42
==> area by class of cell <==
| class | count | area, sq um | share of cell area (%) |
|---|---|---|---|
| sequential | 128 | 3844 | 56.26 |
| multi-input combinational | 207 | 1439 | 21.06 |
| timing repair buffer | 83 | 788.3 | 11.54 |
| clock buffer | 20 | 436.7 | 6.392 |
| tap | 176 | 220.2 | 3.223 |
| clock inverter | 10 | 96.34 | 1.410 |
| inverter | 2 | 7.507 | 0.1099 |
==> layout by cell type (no fill, tap or decap), drive strengths merged <==
| master | count |
|---|---|
| mux4 | 32 |
| inv | 2 |
| nand4bb | 1 |
| nand2 | 36 |
| nand4 | 1 |
| nor2 | 124 |
| clkinv | 8 |
| buf | 14 |
| conb | 7 |
| nor3 | 1 |
| clkbuf | 20 |
| o21ai | 1 |
| edfxtp | 128 |
| nand4b | 2 |
| bufinv | 2 |
| nor3b | 2 |
| clkdlybuf4s50 | 69 |
==> layer usage <==
| metal | routed length, microns | vias up | track usage (%) |
|---|---|---|---|
| li1 | - | 1455 | - |
| met1 | 4551 | 1569 | 25.95 |
| met2 | 5820 | 175 | 28.38 |
| met3 | 1230 | 8 | 11.11 |
| met4 | 90 | 0 | 1.741 |
| met5 | 0 | - | 0 |
==> per-stage QoR <==
| stage | instance area [sq um] | setup slack [ns] | hold WS (ns) |
|---|---|---|---|
| 3_5_place_dp | 6299 | 3.626 | 2.543 |
| 6_report | 6832 | 3.697 | 2.130 |
| 5_1_grt | 6832 | 3.550 | 2.132 |
| 2_1_floorplan | 5493 | 4.314 | 1.995 |
| 4_1_cts | 6832 | 3.627 | 2.117 |
| 3_3_place_gp | 6299 | 3.621 | 2.528 |
